==> design/flow/config.mk <==
export PLATFORM = sky130hd
export DESIGN_NAME = Counter7SD
export DESIGN_NICKNAME = Counter7SD
export VERILOG_FILES = /design/flow/design.v
export SDC_FILE = /design/flow/constraint.sdc
export NUM_CORES = 4
export LEC_CHECK = 1
export CORE_AREA = 10 10 95 95
export DIE_AREA = 0 0 105 105
==> design/flow/constraint.sdc <==
current_design Counter7SD

set clk_period 2.5
set clk_io_pct 0.2

create_clock -name clk0 -period $clk_period [get_ports {clock}]

set non_clock_inputs [all_inputs -no_clocks]
set_input_delay [expr $clk_period * $clk_io_pct] -clock clk0 $non_clock_inputs
set_output_delay [expr $clk_period * $clk_io_pct] -clock clk0 [all_outputs]
==> design/flow/design.v <==
module Counter7SD(
  clock,
  reset,
  pause,
  reverse,
  data
  );
input             clock;
input             reset;
input             pause;
input             reverse;
output reg [6:0]  data;
       reg [6:0]  temp_data;
parameter ZERO  = 7'b1111110;  
parameter ONE   = 7'b0110000;  
parameter TWO   = 7'b1101101;  
parameter THREE = 7'b1101101;  
parameter FOUR  = 7'b0110011;  
parameter FIVE  = 7'b1011011;  
parameter SIX   = 7'b1011011;  
parameter SEVEN = 7'b1110000;  
parameter EIGHT = 7'b1111111;  
parameter NINE  = 7'b1111011;  
parameter PAUSE = 7'b1100111;  
parameter HOLD  = 7'b0110111;  
always @ ( posedge clock ) begin
  if (pause==0)
    data <= PAUSE;
  else
    data <= temp_data;
  case(reset)
    0: temp_data <= HOLD;
    1: case (pause)
              0: temp_data <= temp_data;
        default: case (temp_data)
                  HOLD:   case (reverse)
                                  0: temp_data <= ZERO;
                            default: temp_data <= NINE;
                          endcase
                  ZERO:   case (reverse)
                                  0: temp_data <= ONE;
                            default: temp_data <= NINE;
                          endcase
                  ONE:    case (reverse)
                                  0: temp_data <= TWO;
                            default: temp_data <= ZERO;
                          endcase
                  TWO:    case (reverse)
                                  0: temp_data <= THREE;
                            default: temp_data <= ONE;
                          endcase
                  THREE:  case (reverse)
                                  0: temp_data <= FOUR;
                            default: temp_data <= TWO;
                          endcase
                  FOUR:   case (reverse)
                                  0: temp_data <= FIVE;
                            default: temp_data <= THREE;
                          endcase
                  FIVE:   case (reverse)
                                  0: temp_data <= SIX;
                            default: temp_data <= FOUR;
                          endcase
                  SIX:     case (reverse)
                                  0: temp_data <= SEVEN;
                            default: temp_data <= FIVE;
                          endcase
                  SEVEN:  case (reverse)
                                  0: temp_data <= EIGHT;
                            default: temp_data <= SIX;
                          endcase
                  EIGHT:  case (reverse)
                                  0: temp_data <= NINE;
                            default: temp_data <= SEVEN;
                          endcase
                  NINE:   case (reverse)
                                  0: temp_data <= ZERO;
                            default: temp_data <= EIGHT;
                          endcase
                  default:temp_data <= HOLD;
                endcase
       endcase
  endcase
end
endmodule  
==> design/flow/run.sh <==
#!/bin/bash
# OpenROAD 26Q1-2900-gdf79404cd8, Yosys 0.63+post, stock flow scripts
make -C /OpenROAD-flow-scripts/flow DESIGN_CONFIG=/design/flow/config.mk WORK_HOME=/design/flow/orfs finish
==> results.cfg <==
; synthesis and place-and-route metrics
[outcome]
status = finished clean

[global_routing]
use_met1_pct = 5.32
met3_usage_pct = 1.12
grt_antenna_before_repair = 0
gr-total-overflow = 0
grt_pass1_vias = 821
grt_pass1_wl_um = 3790
grt_max_degree = 15
grt.busiest_layer = met2
grt.total_usage_pct = 3.94
gr-usage-met2_pct = 5.92

[placement]
hpwl_um = 1550
gp_congestion = 0.963
port_buffers = 10
placed_area_um2 = 1080

[flow_run]
max-cap-violations = 0
tool_warnings = 25

[die]
io_pins = 11
dieArea_um2 = 11000
floorplan.core_util_pct = 12.6
die_y_um = 105
dieWidth_um = 105
coreArea_um2 = 6910
rows = 30

[final_timing]
final_hold_viol_count = 0
slew_violations = 0
rsz0062_at_grt = no
finalSetupViolations = 0
fin_tns_setup_ns = 0
relSlewSlack_pct = 68.7
fin_crit_ns = 2.11
worst_pin_slew_ns = 0.464
fin_skew_ns = 0.000617
finalCritPeriodShare_pct = 84.4
clock.fmax_mhz = 474

[routing]
drt-pass1-iter-count = 4
antenna_cells = 0
drc = 0
antenna_left = 0
routed_wl_um = 2150
avgViaCountPerCell = 4.06
routedWlPerCell_um = 10.7
vias = 817
drtIter0Drc = 37

[yosys]
avgSynthCellArea_um2 = 9.26
netlist_instances = 94
ys_area_um2 = 871
synth_top_flop_cell = edfxtp_1
ys_cells = 94
synth_flops = 14
ys_warn_count = 1
syn_area_um2 = 871
postSynthSeqShare_pct = 40.2
edf_count = 7
yosysUniqueCellTypes = 45
async_reset_ff_share_pct = 0

[clock_network]
cts_buffer_depth = 2
cts_tree = built
cts_resized = 0
root_buffer = clkbuf_8
cts_made_buffers = 3
cts_sinks = 14
postCtsSetupBuffers = 0
clk_pin_slew_ns = 0.06
holdBufCountCts = 0
insertion_delay_ns = 0.24
h-tree-depth = 1

[power_and_ir_drop]
power_frac_seq_pct = 40.1
power.switching_w = 0.000303
intPower_w = 0.000584
power_frac_clock_pct = 24.2
switching_share_pct = 34.1
leakage_nw = 0.396
powerDensity_nw_per_um2 = 782
vdd_drop_max_mv = 0.202
p_comb_share_pct = 35.8

[setup_path]
required_ns = 2.47
worstSetupPathType = reg -> reg
endpoint_kind = flop
setup.worst_path.start_class = flop
cp.arrival_ns = 2.08
cp-startpoint = temp_data[3]
worstPathMaxFanout = 14
reg2reg_from = temp_data[3]

[final_layout]
mostFrequentLayoutCells = 10 x clkdlybuf4s50_1, 7 x nand2_1, 7 x dfxtp_1, 7 x edfxtp_1, 6 x nor2_1
layout-drive-gt1-share_pct = 14.3
fillers = 778
syn_to_final_growth_pct = 30.3
mostFrequentLayoutCell = clkdlybuf4s50_1
finalInstanceArea_um2 = 1130

[hold_path]
hp-start = temp_data[6]
holdCritPathClass = reg -> reg
-- cell usage after synthesis (2+ instances only) --
library cell	number	share of area (%)
dfxtp_1	7	16
edfxtp_1	7	24
nand2_1	7	3.0
nor2_1	6	2.6
o21ai_0	5	2.9
inv_1	4	1.7
nand2b_1	4	2.9
and2_1	3	2.2
buf_2	3	1.7
o211ai_1	3	2.6
a2111oi_0	2	2.0
clkbuf_1	2	0.86
nand3_1	2	1.1
nand4_1	2	1.4
nor2b_1	2	1.4
nor3_1	2	1.1
nor4bb_1	2	2.3
o31a_1	2	2.0
or2_2	2	1.4
or3_1	2	1.4
-- worst max-delay path, stage by stage, from the launching register on --
cell and delay [ns]:
edfxtp_1 0.58, or4_1 0.51, or3_1 0.36, o211ai_1 0.22, o211ai_1 0.18
-- registers in the layout (all words and copies together) (netlist names) --
name	cells
temp_data	7
data	7
-- worst paths after layout --
kind	cells past startpoint	slack (ns)	endpoint
setup / recovery	4	0.39	temp_data[2]
hold / removal	2	0.67	data[6]
setup reg to reg	4	0.39	temp_data[2]
hold reg to reg	2	0.67	data[6]
-- through the flow --
stage	utilization (%)	worst slack, ns	total power (W)	std cells	hold slack, ns
6_report	16.4	0.390	0.000887	201	0.672
5_1_grt	16.4	0.255	0.000949	201	0.679
4_1_cts	16.4	0.426	0.000884	201	0.669
3_5_place_dp	15.6	0.355	0.000666	197	0.650
3_3_place_gp	15.6	0.353	0.000676	197	0.642
2_1_floorplan	-	0.692	0.000558	94	0.539
-- routing by layer --
layer  vias up  wire (um)  share of wire (%)
li1        385          -                  -
met1       382        933                 43
met2        42        944                 44
met3         8        214                 10
met4         0         56                2.6
met5         -          0                  0
-- power by group through the flow --
stage / Sequential [W] / Combinational (W) / Clock, W
4_1_cts: 0.000353 / 0.000311 / 0.000219
5_1_grt: 0.000365 / 0.000349 / 0.000234
6_report: 0.000355 / 0.000317 / 0.000214
-- kinds of logic after synthesis --
kind of cell	count (synthesis)	synth area share, %
AOI/OAI and AO/OA	24	20.5
and+or+nand+nor	45	32.8
buffers and inverters	11	6.47
DFF	14	40.2
-- layout make-up --
class / count / area (um^2) / share of cell area (%)
Clock buffer: 4 / 55.1 / 4.85
Inverter: 4 / 15.0 / 1.32
Tap cell: 96 / 120 / 10.6
Sequential cell: 14 / 350 / 30.9
Timing Repair Buffer: 14 / 130 / 11.5
Multi-Input combinational cell: 69 / 464 / 40.9
Power figures rest on the tool's default switching activity, not on a simulated workload.
